`/design/flow/run.sh`:
```
#!/bin/bash
# OpenROAD 26Q1-2900-gdf79404cd8, Yosys 0.63+post, stock flow scripts
make -C /OpenROAD-flow-scripts/flow DESIGN_CONFIG=/design/flow/config.mk WORK_HOME=/design/flow/orfs finish
```
`/design/flow/constraint.sdc`:
```
current_design data_memory

set clk_period 17.8
set clk_io_pct 0.2

create_clock -name clk0 -period $clk_period [get_ports {clk}]

set non_clock_inputs [all_inputs -no_clocks]
set_input_delay [expr $clk_period * $clk_io_pct] -clock clk0 $non_clock_inputs
set_output_delay [expr $clk_period * $clk_io_pct] -clock clk0 [all_outputs]
```
`/design/flow/config.mk`:
```
export PLATFORM = sky130hd
export DESIGN_NAME = data_memory
export DESIGN_NICKNAME = data_memory
export VERILOG_FILES = /design/flow/design.v
export SDC_FILE = /design/flow/constraint.sdc
export NUM_CORES = 4
export LEC_CHECK = 1
export CORE_UTILIZATION = 30
```
`/design/flow/design.v`:
```
 module data_memory  
 (  
		input clk,  
      input     [15:0]mem_access_addr,  
      input     [15:0]mem_write_data,  
      input mem_write_en,  
      input mem_read,  
      output     [15:0]mem_read_data  
 );  
      integer i;  
      reg [15:0] ram [255:0];  
      wire [7 : 0] ram_addr = mem_access_addr[8 : 1];  
      initial begin  
           for(i=0;i<256;i=i+1)  
                ram[i] <= 16'd0;  
      end  
      always @(posedge clk) begin  
           if (mem_write_en)  
                ram[ram_addr] <= mem_write_data;  
      end  
      assign mem_read_data = (mem_read==1'b1) ? ram[ram_addr]: 16'd0;   
 endmodule 
```
==> impl_metrics.ini <==
; implementation run metrics
[sta]
clock.fmax_mhz = 75.9
layout_min_cycle_time_ps = 13170
report.final.setup_viol = 0
finalHoldViolations = 0
hold_ws_ps = 2990
final_max_slew_viol_count = 0
final_min_period_over_clock_period_pct = 74.0
tightest_slew_ps = 1070
rsz_0062_raised_after_global_routing = false
timing.slew.headroom_pct = 28.7
finalSetupTns_ps = 0

[logic_synthesis]
edff_count_synth = 4096
synthCells = 7620
synth-main-ff-cell = sky130_fd_sc_hd__edfxtp_1
syn_avg_cell_area_um2 = 20.6
ys_top_cells_by_count = sky130_fd_sc_hd__edfxtp_1, sky130_fd_sc_hd__mux2i_1, sky130_fd_sc_hd__mux4_2
top_cells_by_area = sky130_fd_sc_hd__edfxtp_1, sky130_fd_sc_hd__mux4_2, sky130_fd_sc_hd__mux2i_1
yosys.area.top_type_share_pct = 78.4
post_synth_instance_area_um2 = 157000
number_of_register_bits_inferred_by_synthesis = 4096
yosys.cell_count.top_type = sky130_fd_sc_hd__edfxtp_1
synth_area_leader = sky130_fd_sc_hd__edfxtp_1
async_reset_ff_share_pct = 0
yosys_warnings = 1
synth.yosys.num_cells = 7620
synth_seq_share_pct = 78.4
number_of_distinct_standard_cells_referenced_by_the_synthesized_netlist = 51
yosysChipArea_um2 = 157000

[clocking]
clock-root-buffer = sky130_fd_sc_hd__clkbuf_16
post-cts-setup-buffer-count = 0
cts_tree = done
clock_tree.buffer_depth = 4
ctsHtreeMaxLevel = 5
hold_buffers = 0
clk_sink_count = 4096
ctsResizeCount = 0
tritoncts.num_buffers = 398
clkSlewWorstSetupHoldPaths_ps = 60

[power]
power-per-cell-area_nw_per_um2 = 110
ir_worst_vdd_uv = 87.8
totalPowerFinal_uw = 19800
leakage_component_of_the_power_uw = 0.0573

[run]
warnings = 42
drv.max_cap_violation_count = 0

[worst_setup_path]
kind_of_critical_path = input port to output port
worst_setup_path_start_kind = input port
critPathMostFrequentCell = sky130_fd_sc_hd__buf_4
timing.critical_path.arrival_ps = 9610
cp_slowest_stage_delay_ps = 760
timing.critical_path.cells = buf_8 > buf_4 > buf_4 > buf_4 > buf_4 > buf_4 > mux4_2 > a22oi_1 > nand4_1 > o21ai_0 > nand3_1 > o31a_1 > clkdlybuf4s50_1
critical_path_s_top_delay_family = buffers and inverters
cpMaxStageDelayCell = sky130_fd_sc_hd__clkdlybuf4s50_1
critPathBufInv = 7
cp_data_required_time_ps = 14240
kind_of_capture_point_of_the_worst_setup_path = output port
cp_max_fo = 48

[placed_design]
dp_hpwl_um = 236000
port-buffer-count = 42
gp_congestion = 0.878

[hold_path]
hold_path_end = ram[124][7]$_DFFE_PP_
hp-class = input port to register
worst_hold_path_startpoint = mem_write_data[7]
hold_depth = 1

[route]
post-route-drc-count = 0
detail_route.iter0.violations = 4921
wl_um = 394000
post_drt_wl_per_cell_um = 25.7
first_pass_iters = 5
drt.antenna.violating_nets = 0
vias_per_cell = 4.97
num_vias = 76400

[floorplanning]
core_util_floorplan_pct = 30.1
die_x_um = 725
io-pin-count = 51
std_cell_rows = 265
die.size.y_um = 725
design.die.area_um2 = 526000
fp.coreArea_um2 = 521000

[final_layout]
largest-register = ram
largest_register_ff_count = 4096
reg_top3 = ram (4096)
area_growth_pct = 15.3
drive_above_1_share_pct = 20.8
final_layout_fill_cell_count = 47000

[global_route]
grt_start_max_net_pins = 136
grtUsageTotal_pct = 15.9
first_global_vias = 83500
number_of_antenna_violations_at_the_first_check_in_global_routing = 9
grt_pass1_wl_um = 571000
globalRouteOverflowTotal = 0

[run_status]
run_status = finished clean
[cells in the final DEF (no fill, tap or decap), types with 44 or more instances in the layout]
cell,count
sky130_fd_sc_hd__a21oi_1,82
sky130_fd_sc_hd__a221oi_1,135
sky130_fd_sc_hd__a22oi_1,239
sky130_fd_sc_hd__a31oi_1,49
sky130_fd_sc_hd__buf_4,474
sky130_fd_sc_hd__clkbuf_1,81
sky130_fd_sc_hd__clkbuf_16,406
sky130_fd_sc_hd__clkinv_1,83
sky130_fd_sc_hd__clkinv_2,75
sky130_fd_sc_hd__edfxtp_1,4096
sky130_fd_sc_hd__mux2i_1,888
sky130_fd_sc_hd__mux4_2,582
sky130_fd_sc_hd__nand2_1,133
sky130_fd_sc_hd__nand3_1,77
sky130_fd_sc_hd__nand4_1,51
sky130_fd_sc_hd__nor2_1,245
sky130_fd_sc_hd__o21ai_0,77
sky130_fd_sc_hd__o22ai_1,192
sky130_fd_sc_hd__or4_1,44
[metal layers]
| metal | global-route usage [%] | vias up | part of all wire, % |
|---|---|---|---|
| li1 | - | 32800 | - |
| met1 | 16.3 | 38500 | 31 |
| met2 | 24.3 | 4553 | 47 |
| met3 | 13.6 | 545 | 18 |
| met4 | 3.93 | 24 | 3.0 |
| met5 | 1.51 | - | 0.24 |
[kinds of logic (layout without fill, tap and decap cells)]
group / after synthesis / in the layout / share of synthesized area (%)
AND/OR/NAND/NOR: 668 / 668 / 1.99
multiplexers: 1501 / 1501 / 14.2
flip-flops: 4096 / 4096 / 78.4
AND-OR/OR-AND: 874 / 874 / 3.91
buffers and inverters: 481 / 1273 / 1.43
other: 0 / 14 / 0
[report_power, final]
| group | internal (µW) | leakage [µW] | switching (µW) |
|---|---|---|---|
| logic | 285 | 0.0142 | 604 |
| registers | 10600 | 0.0368 | 4.36 |
| clock network | 4760 | 0.00627 | 3530 |
[worst max path at each step]
stage	endpoint	startpoint	depth (start not counted)
6_report	mem_read_data[14]	mem_access_addr[1]	13
5_1_grt	mem_read_data[14]	mem_access_addr[1]	13
4_1_cts	mem_read_data[14]	mem_access_addr[1]	13
[cell type report]
cell class                 instances  area [µm²]  share of cell area [%]
sequential                      4096      123000                    68.0
multi-input combinational       3043       31800                    17.6
clock buffer                     487       10500                    5.79
tap                             6942        8690                    4.80
timing repair buffer             524        4240                    2.34
clock inverter                   246        2460                    1.36
inverter                          16        60.1                  0.0332
antenna                           14        35.0                  0.0194
[through the flow]
stage / worst slack [ps] / cells / instance area (µm²) / utilization (%)
finish: 4630 / 15400 / 181000 / 34.7
CTS: 4400 / 15400 / 181000 / 34.7
global route: 4060 / 15400 / 181000 / 34.7
floorplan: 8640 / 7620 / 157000 / -
global placement: 4460 / 14600 / 168000 / 32.2
detailed placement: 4460 / 14600 / 168000 / 32.2
Power is estimated from default activity; no workload was simulated.
